### /design/flow/constraint.sdc
current_design mod_m_counter

set clk_period 1.8
set clk_io_pct 0.2

create_clock -name clk0 -period $clk_period [get_ports {clk}]

set non_clock_inputs [all_inputs -no_clocks]
set_input_delay [expr $clk_period * $clk_io_pct] -clock clk0 $non_clock_inputs
set_output_delay [expr $clk_period * $clk_io_pct] -clock clk0 [all_outputs]
### /design/flow/run.sh
#!/bin/bash
# OpenROAD 26Q1-2900-gdf79404cd8, Yosys 0.63+post, stock flow scripts
make -C /OpenROAD-flow-scripts/flow DESIGN_CONFIG=/design/flow/config.mk WORK_HOME=/design/flow/orfs finish
### /design/flow/config.mk
export PLATFORM = sky130hd
export DESIGN_NAME = mod_m_counter
export DESIGN_NICKNAME = mod_m_counter
export VERILOG_FILES = /design/flow/design.v
export SDC_FILE = /design/flow/constraint.sdc
export NUM_CORES = 4
export LEC_CHECK = 1
export CORE_AREA = 10 10 70 70
export DIE_AREA = 0 0 80 80
### /design/flow/design.v
module mod_m_counter
   #(
    parameter N=4,  
              M=10  
   )
   (
    input wire clk, reset_n,
    output wire max_tick,
    output wire [N-1:0] q
   );
   reg [N-1:0] r_reg;
   wire [N-1:0] r_next;
   always @(posedge clk, negedge reset_n)
      if (!reset_n)
         r_reg <= 0;
      else
         r_reg <= r_next;
   assign r_next = (r_reg==(M-1)) ? 0 : r_reg + 1;
   assign q = r_reg;
   assign max_tick = (r_reg==(M-1)) ? 1'b1 : 1'b0;
endmodule
==> results.cfg <==
; flow metrics
[yosys]
ys_seq_share_pct = 58.4
ys_area_um2 = 171
synth_area_per_cell_um2 = 11.4
synth.distinct_cells = 11
ys.flops = 4
synth_area_um2 = 171
netlist_instances = 15
yosysWarnings = 1
ys_cells = 15

[pwr]
seqPwrFrac_pct = 43.9
p_clk_share_pct = 54.4
p_int_uw = 167
peakVddDrop_uv = 302
power_uw = 206
p_comb_share_pct = 1.7
power_density_nw_per_um2 = 594
p_leak_uw = 0.000154
power_switching_uw = 39.0
p_sw_share_pct = 18.9

[outcome]
status = complete, no violations

[flow_run]
drv_cap = 0
warnings = 25

[final_timing]
grt_setup_unrepaired = false
drv_slew = 0
hold_violations = 0
timing.final.crit_share_pct = 94.7
fin_crit_ns = 1.70
setup_viol = 0
fin_tns_setup_ns = 0
fin_skew_ns = 0.00436
tightest_slew_ns = 0.224
relSlewSlack_pct = 85.1
clock.fmax_mhz = 587

[setup_path]
cp-startpoint = r_reg[2]$_DFF_PN0_
r2r_start = r_reg[2]$_DFF_PN0_
crit_required_ns = 1.44
start_kind = register
crit_top_cell = buf_4
worstSetupPathType = register to output port
cp_slowest_cell = clkdlybuf4s50_1
worstPathMaxFanout = 3
path_cells = buf_4, buf_4, clkdlybuf4s50_1
critPathTopFamily = buffers and inverters
max_stage_delay_ns = 0.43
critPathBufInv = 3
critPathCaptureType = output port
crit_arrival_ns = 1.34

[drt]
wl_per_cell_um = 7.01
antenna_cells = 0
viasPerCell = 2.25
routed_wl_um = 512
drc = 0
firstDrtPassIters = 2
ant_nets = 0
vias = 164
first_iter_violations = 2

[clocking]
clock_path_buffers = 2
cts.sinks = 4
clk_pin_slew_ns = 0.04
htreeDepth = 1
insertion_delay_ns = 0.24
cts_buffers = 3
cts_tree = yes
clock-root-buffer = clkbuf_4

[floorplanning]
chipArea_um2 = 6400
core_area_um2 = 3420
die_x_um = 80
rows = 21
pin_count = 7
die-height_um = 80
initCoreUtil_pct = 5.02

[finish]
largest_reg_flops = 4
nFillCells = 406
area_growth_pct = 102
drive_gt1_share_pct = 33.3

[placement]
hpwl_um = 357
place_congestion = 0.696
portBuffers = 6

[global_routing]
grt_pass1_wl_um = 807
grtUsageTotal_pct = 1.69
grt_max_degree = 8
grt_pass1_vias = 176
grt-ovfl-total = 0
antenna_found_initial = 0

[min_path]
min_path_type = input pin to async pin
## layout by cell type (no fill, tap or decap), drive strengths merged
| cell type | instances |
|---|---|
| nand2 | 1 |
| a221o | 1 |
| dlymetal6s2s | 1 |
| clkbuf | 3 |
| xnor2 | 1 |
| nor2b | 1 |
| nor2 | 1 |
| buf | 3 |
| nor3b | 1 |
| clkdlybuf4s50 | 5 |
| o21ai | 1 |
| nor3 | 1 |
| mux2 | 1 |
| inv | 2 |
| dfrtp | 4 |
## cell usage after synthesis
master   instances  area [µm²]
a221o_1          1        10.0
dfrtp_1          4         100
inv_1            2        7.51
mux2_2           1        11.3
nand2_1          1        3.75
nor2_1           1        3.75
nor2b_2          1        8.76
nor3_1           1        5.00
nor3b_1          1        7.51
o21ai_1          1        5.00
xnor2_1          1        8.76
## timing repair
| item | in CTS | in global routing |
|---|---|---|
| cloned | 0 | 0 |
| endpoints found under the setup margin | 1 | 1 |
| gates resized | 2 | 1 |
| buffers inserted | 2 | 1 |
| hold buffers | 0 | 0 |
| hold endpoints to repair | 0 | 0 |
## power groups by stage
stage	logic, µW	registers, µW	clock network (µW)
CTS	3.58	90.4	116
global route	3.80	90.3	127
finish	3.43	90.4	112
## cell families after synthesis
group,after synthesis,synth area share (%)
compound gates,2,8.76
simple gates,5,16.8
flops,4,58.4
xor+xnor,1,5.11
mux,1,6.57
buf+inv,2,4.38
## final timing paths
path	endpoint	slack [ns]	cells past startpoint
hold reg to reg	r_reg[0]$_DFF_PN0_	0.55	1
max in group asynchronous	r_reg[0]$_DFF_PN0_	1.32	1
setup reg to reg	r_reg[3]$_DFF_PN0_	0.59	5
min in group clk0	r_reg[0]$_DFF_PN0_	0.55	1
hold / removal	r_reg[3]$_DFF_PN0_	0.32	1
setup / recovery	q[2]	0.1	3
## metal layers
layer	track usage, %	up-vias	wire, µm
li1	-	78	-
met1	2.47	75	291
met2	1.52	11	146
met3	1.59	0	74
met4	0.528	0	0
met5	0	-	0
## cell type report
class                      instances  area [µm²]  share of cell area, %
sequential                         4         100                   28.9
timing repair buffer               9        85.1                   24.5
multi-input combinational          9        73.8                   21.3
clock buffer                       3        22.5                   6.50
inverter                           2        7.51                   2.17
tap                               46        57.6                   16.6
## stage by stage
step                hold slack [ns]  setup slack, ns  cell area (µm²)  cells  util [%]
floorplan                    0.0644            0.805              171     15         -
global placement              0.495            0.205              289     67      8.46
detailed placement            0.524            0.166              289     67      8.46
CTS                           0.319          0.00338              337     72      9.85
global route                  0.318           0.0196              347     73      10.1
finish                        0.319           0.0961              347     73      10.1
No activity file was given, so power comes from the tool's default toggle rates.
