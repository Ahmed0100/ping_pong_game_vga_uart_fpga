<file path="flow/run.sh">
#!/bin/bash
# OpenROAD 26Q1-2900-gdf79404cd8, Yosys 0.63+post, stock flow scripts
make -C /OpenROAD-flow-scripts/flow DESIGN_CONFIG=/design/flow/config.mk WORK_HOME=/design/flow/orfs finish
</file>
<file path="flow/config.mk">
export PLATFORM = sky130hd
export DESIGN_NAME = pong_pixel_gen
export DESIGN_NICKNAME = pong_pixel_gen
export VERILOG_FILES = /design/flow/design.v
export SDC_FILE = /design/flow/constraint.sdc
export NUM_CORES = 4
export LEC_CHECK = 1
export CORE_UTILIZATION = 30
</file>
<file path="flow/constraint.sdc">
current_design pong_pixel_gen

set clk_period 3.2
set clk_io_pct 0.2

create_clock -name clk0 -period $clk_period [get_ports {clk}]

set non_clock_inputs [all_inputs -no_clocks]
set_input_delay [expr $clk_period * $clk_io_pct] -clock clk0 $non_clock_inputs
set_output_delay [expr $clk_period * $clk_io_pct] -clock clk0 [all_outputs]
</file>
<file path="flow/design.v">
module pong_pixel_gen
(
	input clk,reset_n,
	input video_on,
	input [1:0] btn,
	input [9:0] pixel_x,pixel_y,
	output reg [2:0] pixel_rgb
);
localparam MAX_X=640;
localparam MAX_Y = 480;
localparam WALL_X_L = 32;
localparam WALL_X_R = 35;
localparam BAR_X_L = 600;
localparam BAR_X_R = 603;
localparam BAR_Y_SIZE = 72;
wire [9:0] bar_y_t,bar_y_b;
reg [9:0] bar_y_reg,bar_y_next;
localparam BAR_V = 4;
localparam BALL_SIZE=8;
wire [9:0] ball_x_l,ball_x_r;
wire [9:0] ball_y_t,ball_y_b;
reg [9:0] ball_x_reg,ball_y_reg;
wire [9:0] ball_x_next,ball_y_next;
reg [9:0] x_delta_reg,x_delta_next;
reg [9:0] y_delta_reg, y_delta_next;
wire refr_tick;
localparam BALL_V_P = 2;
localparam BALL_V_N = -2;
wire [2:0] rom_addr,rom_col;
reg [7:0] rom_data;
wire rom_bit;
wire wall_on, bar_on,sq_ball_on,rd_ball_on;
wire [2:0] wall_rgb,bar_rgb,ball_rgb;
always @(*)
begin
	case (rom_addr)
		3'h0: rom_data = 8'b00111100;  
		3'h1: rom_data = 8'b01111110;  
		3'h2: rom_data = 8'b11111111;  
		3'h3: rom_data = 8'b11111111;  
		3'h4: rom_data = 8'b11111111;  
		3'h5: rom_data = 8'b11111111;  
		3'h6: rom_data = 8'b01111110;  
		3'h7: rom_data = 8'b00111100;  
	endcase
end
always @(posedge clk or negedge reset_n) begin
	if(~reset_n) begin
		bar_y_reg <= 0;
		ball_x_reg <= 0;
		ball_y_reg <= 0;
		x_delta_reg <= 0;
		y_delta_reg <= 0;
	end else begin
	 	bar_y_reg <= bar_y_next;
		ball_x_reg <= ball_x_next;
		ball_y_reg <= ball_y_next;
		x_delta_reg <= x_delta_next;
		y_delta_reg <= y_delta_next;
	end
end
assign refr_tick = (pixel_y == 481) && (pixel_x == 0);
assign wall_on = (pixel_x >= WALL_X_L) && (pixel_x <=WALL_X_R);
assign wall_rgb = 3'b001;
assign bar_y_t = bar_y_reg;
assign bar_y_b = bar_y_t + BAR_Y_SIZE - 1;
assign bar_on = (pixel_x >= BAR_X_L) && (pixel_x <= BAR_X_R) &&
(pixel_y >= bar_y_t) && (pixel_y <= bar_y_b);
assign bar_rgb = 3'b100;
always @(*)
begin
	bar_y_next = bar_y_reg;
	if(refr_tick)
		if(btn[1] && (bar_y_b < (MAX_Y-1-BAR_V)))
			bar_y_next = bar_y_reg + BAR_V;
		else if(btn[0] & (bar_y_t > BAR_V))
			bar_y_next = bar_y_reg - BAR_V;
end
assign sq_ball_on = (pixel_x >= ball_x_l) && (pixel_x <= ball_x_r) &&
(pixel_y >= ball_y_t) && (pixel_y <= ball_y_b);
assign ball_x_l = ball_x_reg;
assign ball_y_t = ball_y_reg;
assign ball_x_r = ball_x_l + BALL_SIZE -1;
assign ball_y_b = ball_y_t + BALL_SIZE -1;
assign rom_addr = pixel_y[2:0] - ball_y_t[2:0];
assign rom_col = pixel_x[2:0] - ball_x_l[2:0];
assign rom_bit = rom_data[rom_col];
assign rd_ball_on = sq_ball_on && rom_bit;
assign ball_rgb =3'b100;
assign ball_x_next = (refr_tick)? ball_x_reg + x_delta_reg: ball_x_reg;
assign ball_y_next = (refr_tick)? ball_y_reg + y_delta_reg: ball_y_reg;
always @*
begin
	x_delta_next = x_delta_reg;
	y_delta_next = y_delta_reg;
	if(ball_y_t < 1)
		y_delta_next = BALL_V_P;
	else if(ball_y_b> MAX_Y-1)
		y_delta_next = BALL_V_N;
	else if(ball_x_l <= WALL_X_R)
		x_delta_next = BALL_V_P;
	else if(ball_x_r >=BAR_X_L && ball_x_r <= BAR_X_R && 
		ball_y_b >= bar_y_t && ball_y_t <= bar_y_b)
		x_delta_next = BALL_V_N;
	else if(ball_x_r >= MAX_X)
		x_delta_next = BALL_V_N;
end
always @(*)
begin
	if(~video_on)
			pixel_rgb = 3'b000;
	else 
		if(wall_on)
			pixel_rgb = wall_rgb;
		else if(bar_on)
			pixel_rgb = bar_rgb;
		else if(rd_ball_on)
			pixel_rgb = ball_rgb;
		else
			pixel_rgb = 3'b110;
end
endmodule
</file>
==> flow_summary.toml <==
# flow metrics
[run_status]
outcome = "finished with violations"
violations = "negative setup slack"

[synth]
simple_gate_share_pct = 17.7
ys_cells = 489
synthFlopType = "dfrtp_1"
yosys_warnings = 1
topCombFamilyByArea = "adder cells"
ys_types = 56
ys_seq_elements = 30
postSynthAreaPerCell_um2 = 8.38
ys_async_sr_fraction_pct = 100
yosys.stat.seqShare_pct = 18.3
synthXorXnorAreaFrac_pct = 10.0
synth_area_um2 = 4100
edf_count = 0
compound_area_share_pct = 19.2
ys_sh_adder_pct = 27.8
yosysChipArea_um2 = 4100
muxShareOfSynthArea_pct = 1.31
netlist_instances = 489

[sta]
max-slew-margin-rel_pct = 48.7
max_freq_mhz = 285
hold_violations = 0
worst_slew_pin_slew_ns = 0.767
fin_skew_ns = 0.00588
fin_ws_ns = -0.303
finalClockPeriodUsage_pct = 109
final.min_clock_period_ns = 3.50
rsz0062_at_grt = "true"
finalSetupViolations = 1
maxSlewViolCount = 0

[power]
power.switching_w = 0.000258
p_int_w = 0.000795
p_seq_share_pct = 36.1
switching_share_pct = 24.5
combPwrFrac_pct = 19.0
p_clk_share_pct = 44.9
p_leak_nw = 2.64
max-vdd-ir-drop_uv = 160
power_density_nw_per_um2 = 181

[route]
firstDrtPassIters = 4
wl_per_cell_um = 13.9
vias_per_cell = 4.92
route.vias.total = 3979
remaining_drc_errors = 0
drtIter0Drc = 272
wl_mm = 11.3
diodes = 0
antenna_left = 0

[global_route]
antenna_found_initial = 0
grt_pass1_vias = 3896
grt_max_degree = 27
grt_pass1_wl_mm = 19.1
grtUsageTotal_pct = 16.6
gr-total-overflow = 0

[critical_path]
endpoint_kind = "output pin"
crit_arrival_ns = 2.86
cp.required_ns = 2.56
path_max_fanout = 3
critical_path_class = "register to output pin"
startpoint_type = "register"

[placement]
place.gp.congestion = 0.914
port_buffers = 27
dpl_cell_area_um2 = 5330
dp_cells = 787
dp_hpwl_mm = 9.05

[clock_network]
ctsRootBufferMaster = "clkbuf_16"
cts_buffers = 5
cts_buffer_depth = 2
cts_tree = "done"
htreeDepth = 2
insertion_delay_ns = 0.28
clock_sinks = 30
clk_pin_slew_worst_paths_ns = 0.05

[floorplan]
chipArea_um2 = 14100
rows = 42
core_area_um2 = 13300
fp-utilization_pct = 30.8
ios = 28
die_x_um = 119
die_height_um = 119

[flow_run]
cap_violations = 0
tool_warnings = 33

[finish]
areaGrowthSynthToFinish_pct = 41.8
instances_no_fill = 808
drive_gt1_share_pct = 26.7
final_area_um2 = 5810
lay_top_count = "buf_4"
n_fill_cell = 1184
most-common-layout-cells = "buf_4, ha_1, inv_1, nand2_1, o21ai_0"

[min_path]
hold_path.class = "register to register"
[cell families (layout without fill, tap and decap cells)]
logic type	Yosys count	after routing
compound gates	119	119
xor+xnor	47	47
fa+ha+maj	90	90
buf+inv	58	201
flops	30	30
mux	5	5
simple gates	140	140
[per-layer routing]
metal | vias up | track usage [%] | wire (um)
met4 | 0 | 3.80 | 280
met5 | - | 0 | 0
met1 | 1820 | 25.5 | 5770
met2 | 81 | 25.8 | 4830
met3 | 16 | 0.978 | 380
li1 | 2062 | - | -
[per-stage QoR]
step | setup TNS [ns] | worst slack, ns | total power [W] | utilization, % | hold slack (ns)
final | -0.303 | -0.303 | 0.00105 | 43.7 | 0.488
after global routing | -0.453 | -0.453 | 0.00110 | 43.7 | 0.515
after CTS | -0.338 | -0.338 | 0.00105 | 42.4 | 0.488
after detailed placement | -0.583 | -0.583 | 0.000571 | 40.1 | 0.470
after global placement | -0.581 | -0.581 | 0.000568 | 40.1 | 0.465
after floorplan | 0 | 0.0141 | 0.000465 | - | 0.344
[Yosys cell counts (7+ instances only)]
cell | count | area [um^2]
a21o_1 | 13 | 97.6
a21oi_1 | 24 | 120
dfrtp_1 | 30 | 751
ha_1 | 87 | 1090
inv_1 | 49 | 184
nand2_1 | 41 | 154
nand3_1 | 13 | 65.1
nand4_1 | 8 | 50.1
nor2_1 | 17 | 63.8
nor2b_1 | 7 | 43.8
nor3_1 | 15 | 75.1
nor4_1 | 7 | 43.8
o21a_1 | 7 | 52.6
o21ai_0 | 37 | 185
xnor2_1 | 35 | 307
xor2_1 | 12 | 105
[path summary, 6_finish.rpt]
path | startpoint | to | slack, ns | depth (start not counted)
max | bar_y_reg[2] | pixel_rgb[1] | -0.30 | 11
max reg2reg | bar_y_reg[3] | x_delta_reg[8] | 0.52 | 13
max in group asynchronous | reset_n | ball_x_reg[7] | 1.75 | 2
min reg2reg | y_delta_reg[1] | y_delta_reg[1] | 0.49 | 1
min in group asynchronous | reset_n | bar_y_reg[4] | 0.81 | 1
min | y_delta_reg[1] | y_delta_reg[1] | 0.49 | 1
[final cells by class]
type / instances / area [um^2] / area share, %
Multi-Input combinational cell: 401 / 3350 / 57.7
Clock inverter: 1 / 5.00 / 0.0861
Clock buffer: 7 / 143 / 2.45
Timing Repair Buffer: 144 / 1150 / 19.9
Tap cell: 176 / 220 / 3.79
Sequential cell: 30 / 752 / 12.9
Inverter: 49 / 184 / 3.16
[power groups by stage]
stage | clock [W] | combinational [W] | sequential (W)
CTS | 0.000483 | 0.000190 | 0.000380
global route | 0.000498 | 0.000222 | 0.000380
finish | 0.000473 | 0.000200 | 0.000380
[what timing repair did]
item	CTS	global route
buffers inserted	7	6
hold buffers	0	0
pin swaps	15	16
gates resized	26	26
setup endpoints to repair	1	2
[worst max-delay path, cell delays in order, from the launching register on]
cell and delay [ns]:
dfrtp_2 0.43, ha_4 0.17, and3_4 0.18, buf_4 0.16
xnor2_4 0.13, ha_1 0.29, nand4_1 0.10, or4_4 0.51
a2111oi_4 0.29, buf_4 0.16, a311oi_2 0.03, buf_2 0.13
Power figures rest on the tool's default switching activity, not on a simulated workload.
